**design/flow/config.mk**
```make
export PLATFORM = sky130hd
export DESIGN_NAME = test11
export DESIGN_NICKNAME = test11
export VERILOG_FILES = /design/flow/design.v
export SDC_FILE = /design/flow/constraint.sdc
export NUM_CORES = 4
export LEC_CHECK = 1
export CORE_UTILIZATION = 40
```
**design/flow/design.v**
```verilog
`timescale 1ns / 1ps
module test11(
    input I_clk,
    input I_rst,
    input [7:0] I_r,
    input [7:0] I_g,
    input [7:0] I_b,
    input [2:0] I_color_mode,
    input I_inst_img,
    input I_wr_en_tmp,
    input I_1st_data,
    input I_2nd_data,
    input I_last_data,    
    input I_3c_en,
    input I_8bit_dc,
    input I_cs_toggle,
    output reg O_cs,
    output O_clk,
    output reg O_sdio,
    output reg O_1Data_done,
    output reg O_lastData_done    
    );
    reg rClkEn;
    reg [5:0] rCmdRgbCnt;
    parameter RGB888=0;
    parameter RGB666=1;
    parameter RGGB5335=2;
    parameter GBRG3553=3;
    parameter CMD2C=9'b0_0010_1100;
    parameter CMD3C=9'b0_0011_1100;
    wire [5:0] rgbCnt;
    wire [26:0] rgbData;
    wire [5:0] cmdRgbCnt;
    wire [35:0] cmdRgbData;
    wire lastDataDone;
    wire I_wr_en;      
    wire I_wr_dis;  
    assign O_clk=rClkEn?I_clk:0 ;
    assign rgbCnt=(I_color_mode==RGB888)?(I_8bit_dc==1?27:25):
                    ((I_color_mode==RGB666)?(I_8bit_dc==1?(3+24):(1+18)):
                    ((I_color_mode==RGGB5335)?(I_8bit_dc==1?(2+16):(1+16)):(I_8bit_dc==1?(2+16):(1+16))));
    assign rgbData=(I_color_mode==RGB888)?(I_8bit_dc==1   ?   {{1'b1},I_r[7:0],{1'b1},I_g[7:0],{1'b1},I_b[7:0]}   :   {{1'b1},I_r[7:0],I_g[7:0],I_b[7:0]}):
                    ((I_color_mode==RGB666)?(I_8bit_dc==1   ?   {{1'b1},{6'b00_0000},I_r[7:6],{1'b1},I_r[5:2],I_g[7:4],{1'b1},I_g[3:2],I_b[7:2]}   :   {{1'b1},I_r[7:2],I_g[7:2],I_b[7:2]}):
                    ((I_color_mode==RGGB5335)?(I_8bit_dc==1   ?   {{1'b1},I_r[7:3],I_g[7:5],{1'b1},I_g[4:2],I_b[7:3]}   :   {{1'b1},I_r[7:3],I_g[7:2],I_b[7:3]}):
                                              (I_8bit_dc==1   ?   {{1'b1},I_g[4:2],I_b[7:3],{1'b1},I_r[7:3],I_g[7:5]}   :   {{1'b1},I_g[4:2],I_b[7:3],I_r[7:3],I_g[7:5]})
                    )
                    );  
    assign cmdRgbCnt=(I_1st_data) ? (1+8+rgbCnt):(I_3c_en?(1+8+rgbCnt):rgbCnt); 
    assign cmdRgbData=(I_1st_data) ? ({CMD2C,rgbData<<(27-rgbCnt)}>>(27-rgbCnt)):(I_3c_en?({CMD3C,rgbData<<(27-rgbCnt)}>>(27-rgbCnt)):(rgbData<<(27-rgbCnt)>>(27-rgbCnt))); 
    assign lastDataDone=(I_last_data) ? 1'b1:1'b0;
    assign I_wr_en=(I_inst_img && I_wr_en_tmp) ? 1:0;
    assign I_wr_dis=(I_inst_img && !I_wr_en_tmp) ? 1:0;
    always@(*)
    begin
    end
    always@(negedge I_rst or negedge I_clk)
    begin
        if(!I_rst)
            begin
            end
    end
    always@(negedge I_rst or negedge I_clk)
    begin
        if(!I_rst)
            begin
                O_cs<=1;
                rClkEn<=0;
                O_sdio<=0;
                rCmdRgbCnt<=1;
                O_1Data_done<=0;
                O_lastData_done<=0;
            end
        else
            begin
                if(I_wr_en)
                    begin
                        if(I_1st_data || I_2nd_data || I_last_data)
                            begin
                                if(rCmdRgbCnt<cmdRgbCnt && !O_1Data_done)
                                    begin
                                        O_cs<=0;
                                        rClkEn<=1;
                                        O_sdio<=cmdRgbData[cmdRgbCnt-rCmdRgbCnt];
                                        rCmdRgbCnt<=rCmdRgbCnt+1;
                                        O_1Data_done<=0;
                                        O_lastData_done<=0;
                                    end
                                else
                                    begin
                                        O_cs<=0;
                                        rClkEn<=1;
                                        O_sdio<=cmdRgbData[cmdRgbCnt-rCmdRgbCnt];
                                        rCmdRgbCnt<=1;
                                        O_1Data_done<=1;
                                        O_lastData_done<=lastDataDone;
                                    end
                            end
                        else if(I_2nd_data)
                            begin
                            end
                        else if(I_last_data)
                            begin
                            end
                        else
                            begin
                                O_cs<=0;
                                rClkEn<=0;
                                O_sdio<=0;
                                rCmdRgbCnt<=1;                                
                            end
                    end
                else if(I_wr_dis)
                    begin
                        O_cs<=1;
                        rClkEn<=0;
                        O_sdio<=0;
                        rCmdRgbCnt<=1;
                    end
            end
    end
endmodule
```
**design/flow/constraint.sdc**
```tcl
current_design test11

set clk_period 6.4
set clk_io_pct 0.2

create_clock -name clk0 -period $clk_period [get_ports {I_clk}]

set non_clock_inputs [all_inputs -no_clocks]
set_input_delay [expr $clk_period * $clk_io_pct] -clock clk0 $non_clock_inputs
set_output_delay [expr $clk_period * $clk_io_pct] -clock clk0 [all_outputs]
```
**design/flow/run.sh**
```bash
#!/bin/bash
# OpenROAD 26Q1-2900-gdf79404cd8, Yosys 0.63+post, stock flow scripts
make -C /OpenROAD-flow-scripts/flow DESIGN_CONFIG=/design/flow/config.mk WORK_HOME=/design/flow/orfs finish
```
==> results.txt <==
yosys + openroad results -> status=finished with violations, failing checks=setup timing, gr ovfl total=0, CTS max path bufs=2, clock skew=46.20 ps, leakage power=0.001641 µW, unrepaired setup endpoints after global routing=true, synthesized instance count=351, worst path cell trace=buf_6, or2_4, nand2_4, xor2_1, ha_2, fa_2, inv_4, nand3_2, o21ai_2, a22oi_1, a22oi_1, o41ai_2, a311oi_1, a311oi_2, final core area utilization=0.6514, worst vdd ir=158.0 µV, placed cell count=531, PnR worst setup slack=-394.6 ps, setup violators final=8, clk latency of the worst-skew pair=300 ps, area delta synth->final=56.11%, most common library cells after synthesis=31 x o21ai_0, 30 x nand2_1, 26 x nor2_1, initial antenna violation count=0, CTS H-Tree Depth=1, WHS=426.4 ps, most common cell in the netlist=o21ai_0, crit path DRT=3280 ps, ys cells=351, Core Util at FP=0.4173, fin area=3902 µm², input/output buffers=40, CP Max Fanout=6, max_slew headroom=0.6707, Cell area leaders=dfrtn_1 9.0%, o21ai_0 6.2%, a21oi_1 4.6%, first-pass GRT wire length=14390 µm, wire per inst=16.70 µm, flip-flops with a built-in enable=0, tool warnings=35, Yosys Chip Area=2500 µm², die y size=81.06 µm, First-pass DRT Iterations=5, main flop type=dfrtn_1, Max stage delay on crit path=520 ps, Post-synth ARST share=1.000, post-synthesis register bit count=11, max-slew violations=0, Hold Violations, Final=0, GRT Util Overall=0.2899, CTS Buf Count=3, die width=81.06 µm, startpoint type of the worst setup path=input port, CTS tree=yes, Post-Syn Area=2500 µm², gpl congestion=0.9878, num rows=28, sequential-to-total area share from yosys stat=0.1111, core area=5991 µm², vias in the first global route=2850, Hold WC Path Type=reg -> reg, vias post-DR=3280, Routed Antenna Nets=0, Post-Syn Area per Cell=7.122 µm², Critical Path AT=3680 ps, largest net degree at the start of global routing=32, Most common cell on crit path=a22oi_1, crit path capture type=flop, Via-to-Cell Ratio=5.996, Final HPWL DP=7235 µm, cell taking the most area after synthesis=dfrtn_1, Clock transition at path regs=40 ps, Worst path slowest cell=fa_2, final non-filler cell total=547, Initial DRC Count=247, Slew @ Worst Pin=492.5 ps, Ant. Diodes=0, Pwr per Cell Area=165.8 nW/µm², Setup CP Type=in -> reg, chip area=6570 µm², synth unique cells=61, Dominant cell area share=0.09009, area post-placement=3641 µm², final wirelength=9136 µm, share of post-route cells with drive strength above 1=0.3453, Root Buffer=clkbuf_8, Syn. warnings=1, max-cap check violation count=0, DRC=0, Hold-fix buffers, CTS=0, top-level port count=42, FILL cells=517
cell families after synthesis:
logic type | after synthesis | share of synthesized area
fa+ha+maj | 10 | 0.05305
compound gates | 141 | 0.3939
simple gates | 111 | 0.2192
buf+inv | 47 | 0.08208
flops | 11 | 0.1111
xor+xnor | 7 | 0.02453
mux | 24 | 0.1161
worst max-delay path, delay by kind of cell:
kind / cells / cell delay (ps)
xor+xnor: 1 / 140
buf+inv: 2 / 220
fa+ha+maj: 2 / 730
compound gates: 6 / 860
simple gates: 3 / 430
layer usage:
metal / vias to the layer above / GRT usage / wire length, µm
met2: 128 / 0.4504 / 4029
li1: 1609 / - / -
met4: 0 / 0.02143 / 39
met3: 4 / 0.02052 / 695
met5: - / 0 / 0
met1: 1539 / 0.4572 / 4371
repair_timing:
action / CTS / global route
endpoints found under the setup margin: 9 / 9
buffers inserted: 6 / 4
pin swaps: 22 / 13
resized: 27 / 20
worst paths after layout:
check | startpoint | endpoint | slack (ps) | depth (start not counted)
worst max register to register | rCmdRgbCnt[0] | O_sdio | 3780 | 10
max in group asynchronous | I_rst | O_cs | 1530 | 1
worst min register to register | O_lastData_done | O_lastData_done | 430 | 2
min in group asynchronous | I_rst | rCmdRgbCnt[1] | 4450 | 1
worst max-delay path | I_color_mode[1] | O_sdio | -390 | 14
worst min-delay path | O_lastData_done | O_lastData_done | 430 | 2
registers in the layout (all words and copies together) (netlist names):
signal	count
O_1Data_done	1
O_cs	1
O_lastData_done	1
O_sdio	1
rClkEn	1
rCmdRgbCnt	6
placed cells by master, fill, tap and decap left out, types with 10 or more instances in the layout:
master           count
buf_4               97
clkdlybuf4s50_1     34
nand2_1             28
nor2_1              23
a21oi_1             21
inv_1               20
o21ai_0             20
mux2i_1             11
nor2b_1             10
mux2_2              10
o21ai_1             10
per-stage QoR:
| step | setup TNS (ps) | power [µW] | setup slack [ps] |
|---|---|---|---|
| detailed placement | -7139 | 515.2 | -1124 |
| CTS | -1511 | 618.9 | -398.3 |
| floorplan | -2208 | 336.0 | -588.8 |
| global placement | -7041 | 514.9 | -1078 |
| finish | -884.6 | 647.1 | -394.6 |
| global route | -1792 | 692.9 | -547.7 |
final cells by class:
type / instances / area, µm² / share of cell area
timing repair buffer: 141 / 1184 / 0.3033
clock inverter: 4 / 15.01 / 0.003847
tap: 75 / 93.84 / 0.02405
clock buffer: 4 / 51.30 / 0.01315
multi-input combinational: 293 / 2205 / 0.5649
inverter: 19 / 76.32 / 0.01956
sequential: 11 / 277.8 / 0.07118
where the power goes:
part / internal, µW / switching [µW]
Clock: 49.6 / 31.9
Sequential: 80.1 / 7.94
Combinational: 242 / 235
Total: 372 / 275
Power figures rest on the tool's default switching activity, not on a simulated workload.
